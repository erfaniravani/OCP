[flow/config.mk]
export PLATFORM = sky130hd
export DESIGN_NAME = slave_ocp
export DESIGN_NICKNAME = slave_ocp
export VERILOG_FILES = /design/flow/design.v
export SDC_FILE = /design/flow/constraint.sdc
export NUM_CORES = 4
export LEC_CHECK = 1
export CORE_UTILIZATION = 30
[flow/constraint.sdc]
current_design slave_ocp

set clk_period 4.8
set clk_io_pct 0.2

create_clock -name clk0 -period $clk_period [get_ports {clk}]

set non_clock_inputs [all_inputs -no_clocks]
set_input_delay [expr $clk_period * $clk_io_pct] -clock clk0 $non_clock_inputs
set_output_delay [expr $clk_period * $clk_io_pct] -clock clk0 [all_outputs]
[flow/design.v]
`timescale 1ns / 1ps
module slave_ocp #(parameter DATAWIDTH = 8, parameter ADDRESSWIDTH = 32, parameter [1:0] ID = 2'b01)
   (input clk, rst, MDataValid, MRespAccept, Err, memDataReady, busy, MDataLast,
    input[ADDRESSWIDTH-1:0] MAddr, 
    input[DATAWIDTH-1:0] MData, 
    input [2:0] MCmd, input [1:0] id,
    input [DATAWIDTH-1:0] dataBus_in, 
    output [DATAWIDTH-1:0] dataBus_out, SData,
    output [1:0] SResp, output SCmdAccept, writeMem, readMem, Mready, SRespLast,
    output[ADDRESSWIDTH-1:0] AddrBus);
    reg [DATAWIDTH-1:0] SData_reg;
    reg SCmdAccept_reg, memReady_reg, writeMem_reg, readMem_reg;
    reg [ADDRESSWIDTH-1:0] AddrBus_reg;
    reg [DATAWIDTH-1:0] dataBus_out_reg;
    reg [1:0] SResp_reg;
    assign dataBus_out = (id == ID) ? dataBus_out_reg : 8'b0;
    assign SData = (id == ID) ? dataBus_in : 8'b0;
    assign SCmdAccept = (id == ID) ? SCmdAccept_reg : 1'b0;
    assign writeMem = (id == ID) ? writeMem_reg : 1'b0;
    assign readMem = (id == ID) ? readMem_reg : 1'b0;
    assign AddrBus = (id == ID) ? AddrBus_reg : 32'b0;
    assign Mready = (id == ID) ? memDataReady : 1'b0;
    assign SRespLast = (id != ID) ? 1'b0 : (MDataLast && SResp[0]) ? 1'b1 : 1'b0;
    assign SResp = (id == ID) ? SResp_reg : 2'b0;
    wire [2:0] BurstLength;
    assign BurstLength = (MCmd[0] && MCmd[1]) ? 3'b100 : (MCmd[1] && ~MCmd[0]) ? 3'b011 : (~MCmd[1] && MCmd[0]) ? 3'b010 : 3'b001;
    reg [1:0] ps,ns;
    parameter [1:0] idle = 2'b00, write = 2'b01, read = 2'b10;
    reg [2:0] burst_count;
    always @(ps, busy, MCmd, MAddr, MData) begin
        if(Err)
            SResp_reg <= 2'b11;
        else if(memDataReady)
            SResp_reg <= 2'b01;
        else if(MRespAccept)
            SResp_reg <= 2'b00;
    end
    always @(posedge clk) begin  
        if (rst == 1'b1) begin
            ps <= idle;
            {SCmdAccept_reg, memReady_reg, writeMem_reg, readMem_reg} = 4'b0000;
        end
        else begin
            ps <= ns;
        end
    end
    always @(ps, busy, MCmd, MAddr, MData) begin
        case(ps)
            idle: begin
                if(MCmd == 3'b001 || MCmd[2] == 3'b1) begin
                    if(busy == 1'b0) begin
                        ns <= write;
                    end
                    else begin
                        ns <= idle;
                    end
                end
                else if(MCmd == 3'b010) begin
                    if(busy == 1'b0) begin
                        ns <= read;
                    end
                    else begin
                        ns <= idle;
                    end
                end
                else begin
                    ns <= idle;
                end
            end
            write: begin
                if (MCmd == 3'b001 || MCmd[2] == 3'b1) begin
                    if(busy == 1'b0) begin
                        ns <= idle;
                    end
                    else begin
                        ns <= write;
                    end
                end
            end
            read: begin
                if(busy == 1'b0) begin
                    ns <= idle;
                end
                else begin
                    ns <= read;
                end
            end
        endcase
    end
    always @(ps, busy, MCmd, MAddr, MData) begin
        case(ps)
            idle: begin
                if(MCmd == 3'b001 || MCmd[2] == 3'b1) begin
                    if(busy == 1'b0) begin
                        burst_count <= BurstLength;
                        memReady_reg <= 1'b0;
                        AddrBus_reg <= MAddr;
                        dataBus_out_reg <= MData;
                        writeMem_reg <= 1'b1;
                        readMem_reg <= 1'b0;
                        SCmdAccept_reg <= 1'b0;
                    end
                    else begin
                        burst_count <= BurstLength;
                        memReady_reg <= 1'b0;
                        writeMem_reg <= 1'b0;
                        readMem_reg <= 1'b0;
                        SCmdAccept_reg <= 1'b0;
                    end
                end
                else if(MCmd == 3'b010) begin
                    if(busy == 1'b0) begin
                        memReady_reg <= 1'b0;
                        AddrBus_reg <= MAddr;
                        writeMem_reg <= 1'b0;
                        readMem_reg <= 1'b1;
                    end
                    else begin
                        memReady_reg <= 1'b0;
                        writeMem_reg <= 1'b0;
                        readMem_reg <= 1'b0;
                        SCmdAccept_reg <= 1'b0;
                    end
                end
                else begin
                    burst_count <= BurstLength;
                    memReady_reg <= 1'b1;
                    writeMem_reg <= 1'b0;
                    readMem_reg <= 1'b0;
                    SCmdAccept_reg <= 1'b0;
                end
            end
            write: begin
                    if(busy == 1'b0) begin
                        memReady_reg <= 1'b1;
                        SCmdAccept_reg <= 1'b1;
                        writeMem_reg <= 1'b0;
                    end
                    else begin
                        memReady_reg <= 1'b0;
                        SCmdAccept_reg <= 1'b0;
                    end
            end
            read: begin
                if(busy == 1'b0) begin
                    SCmdAccept_reg <= 1'b1;
                    memReady_reg <= 1'b0;
                    AddrBus_reg <= MAddr;
                    writeMem_reg <= 1'b0;
                    readMem_reg <= 1'b0;
                end
                else begin
                    SCmdAccept_reg <= 1'b0;
                    memReady_reg <= 1'b0;
                    AddrBus_reg <= MAddr;
                    writeMem_reg <= 1'b0;
                    readMem_reg <= 1'b1;
                end
            end           
        endcase
    end
endmodule
[flow/run.sh]
#!/bin/bash
# OpenROAD 26Q1-2900-gdf79404cd8, Yosys 0.63+post, stock flow scripts
make -C /OpenROAD-flow-scripts/flow DESIGN_CONFIG=/design/flow/config.mk WORK_HOME=/design/flow/orfs finish
==> results.toml <==
# synthesis and place-and-route metrics
[finish]
area_growth_syn_to_layout_pct = 95.61
lay_top_count = "clkdlybuf4s50_1"
layout_top_cells = "clkdlybuf4s50_1 (111), and2_1 (51), dlxtn_1 (44), ha_1 (4)"
utilization_pct = 61.37
drive_above_1_share_pct = 5.000
largest_register_ffs = 32

[floorplanning]
fp-utilization_pct = 31.37
die_x_um = 66.68
fp.dieH_um = 66.68
core.rowCount = 23
dieArea_mm2 = 0.004446
core_mm2 = 0.004000
top_level_ports = 116

[placed_design]
place_congestion = 0.7637
hpwl_mm = 2.552
port_buffers = 111
place_ws_ns = 1.264

[setup_path]
critPathCapture = "AddrBus[3]"
cp_top_family = "buffers and inverters"
crit_arrival_ns = 2.55
crit_start = "id[0]"
cp.required_ns = 3.84
path_cells = "clkdlybuf4s50_1, nor2b_2, buf_4, and2_1, clkdlybuf4s50_1"
worstSetupStartpointType = "input port"
slowest_stage = "clkdlybuf4s50_1"
cpPeakStageDelay_ns = 0.48
worstPathMaxFanout = 52
path_common_cell = "clkdlybuf4s50_1"
cp.depth = 5
critPathCaptureType = "primary output"
worstSetupPathType = "in -> out"
crit_buf_inv = 3

[grt]
grt_pass1_wl_mm = 4.422
gr-total-overflow = 0
antenna_found_initial = 0
grt_max_degree = 53
first_global_vias = 945
track_usage_pct = 13.09

[routing]
n_antenna_cell = 0
drtIter0Drc = 38
via_per_inst = 3.976
antenna_left = 0
wl_per_cell_um = 10.88
drc = 0
wirelength_mm = 3.156
routed-via-count = 1153
dr.pass1.iters = 4

[cts]
cts_made_buffers = 3
cts_tree = "built"
clockRootBuffer = "clkbuf_8"
post_cts_buffers = 0
ctsLongestPathBuffers = 2
path_clk_slew_ns = 0.03
htreeDepth = 1
cts-hold-fix-buffers = 0
cts_resized = 0

[yosys]
synth.avg_cell_area_um2 = 9.653
yosys_cells = 130
ys_area_mm2 = 0.001255
syn_inst = 130
yosysUniqueCellTypes = 23
ys.flops = 46
syn_area_mm2 = 0.001255
yosysWarnings = 7

[job]
max-cap-violations = 0
warnings = 30

[timing]
setup_viol = 0
fin_ws_ns = 1.289
hold_viol_final = 0
tns_ns = 0
finalClockPeriodUsage_pct = 73.14
grt_setup_unrepaired = "no"
untimed_endpoints = 44
drv_slew = 0
unclocked_regs = 44
fmax_mhz = 284.8
period_minus_slack_ns = 3.511

[power_and_ir_drop]
peakVddDrop_mv = 0.06904
power.density_cell_area_mw_per_mm2 = 88.93
cellLeakagePower_nw = 1.069

[hold_path]
hp-class = "in -> reg"

[status]
status = "finished, final reports clean"
## per-stage QoR
step	power [mW]	hold WS [ns]	std cells	area, µm²
2_1_floorplan	0.07210	1.032	132	1262
3_3_place_gp	0.1527	1.530	287	2414
3_5_place_dp	0.1543	1.549	287	2414
4_1_cts	0.2230	1.332	290	2455
5_1_grt	0.2339	1.364	290	2455
6_report	0.2183	1.335	290	2455
## cell usage after synthesis, drive strengths merged
master,n,area (µm²)
a31oi,1,6.260
nor2,1,3.750
nand2b,1,13.76
o41ai,1,8.760
conb,1,3.750
mux2i,1,10.01
nor2b,3,21.27
clkbuf,5,18.77
a21o,1,8.760
dfxtp,2,40.04
and3,1,6.260
inv,3,11.26
o31ai,1,7.510
or2b,1,8.760
and2,52,327.8
dlxtn,44,660.6
or2,1,6.260
buf,3,22.52
or3b,1,8.760
ha,4,50.05
nand3,2,10.01
## power by group
part           internal, mW  switching, mW
Combinational        0.0785         0.0242
Sequential           0.0480        0.00203
Clock                0.0530         0.0126
## layout make-up
| cell class | count | area (µm²) |
|---|---|---|
| Tap cell | 50 | 62.56 |
| Fill cell | 333 | 1545 |
| Clock buffer | 3 | 41.29 |
| Inverter | 3 | 11.26 |
| Sequential cell | 46 | 700.7 |
| Multi-Input combinational cell | 75 | 513.0 |
| Timing Repair Buffer | 113 | 1126 |
## metal layers
layer	wire [µm]	track usage (%)
met4	0	0.7979
met3	325	1.910
met2	1290	19.07
met1	1540	21.65
met5	0	0
## worst min path at each step
stage | start | cells after the start | end | slack [ns]
after CTS | rst | 2 | ps[0] | 1.33
after global routing | rst | 2 | ps[1] | 1.36
final | rst | 2 | ps[1] | 1.34
## kinds of logic (layout without fill, tap and decap cells)
kind of cell / after synthesis / after routing / synth area share [%]
flip-flops: 2 / 2 / 3.191
other: 1 / 3 / 0.2988
adder cells (fa/ha/maj): 4 / 4 / 3.988
buffers and inverters: 11 / 119 / 4.187
latches: 44 / 44 / 52.64
AND-OR/OR-AND: 4 / 4 / 2.493
AND/OR/NAND/NOR: 63 / 63 / 32.40
multiplexers: 1 / 1 / 0.7976
Power figures rest on the tool's default switching activity, not on a simulated workload.
